`/design/flow/config.mk`:
```
export PLATFORM = sky130hd
export DESIGN_NAME = eight_bit_adder
export DESIGN_NICKNAME = eight_bit_adder
export VERILOG_FILES = /design/flow/design.v
export SDC_FILE = /design/flow/constraint.sdc
export NUM_CORES = 4
export LEC_CHECK = 1
export CORE_AREA = 10 10 70 70
export DIE_AREA = 0 0 80 80
```
`/design/flow/constraint.sdc`:
```
current_design eight_bit_adder

set clk_period 10.2
set clk_io_pct 0.2

create_clock -name clk0 -period $clk_period

set non_clock_inputs [all_inputs -no_clocks]
set_input_delay [expr $clk_period * $clk_io_pct] -clock clk0 $non_clock_inputs
set_output_delay [expr $clk_period * $clk_io_pct] -clock clk0 [all_outputs]
```
`/design/flow/design.v`:
```
`timescale 1ns / 1ps
module eight_bit_adder(
input logic [7:0]A,
input logic [7:0]B,
input logic Cin,
output logic Cout,
output logic [7:0]sum
    );
logic Cout_temp;
four_bit_adder Adder1 (.a(A[3:0]), .b(B[3:0]), .Cin(Cin), .Cout(Cout_temp), .s(sum[3:0]));
four_bit_adder Adder2 (.a(A[7:4]), .b(B[7:4]), .Cin(Cout_temp), .Cout(Cout), .s(sum[7:4]));
endmodule
`timescale 1ns / 1ps
module four_bit_adder(
input logic [3:0]a,
input logic [3:0]b,
input logic Cin,
output logic [3:0]s,
output logic Cout
    );
logic [4:0]sum;
always @ (*)
begin
    sum = a + b + Cin;
    Cout = sum[4];  
end    
assign s = sum [3:0];
endmodule
```
`/design/flow/run.sh`:
```
#!/bin/bash
# OpenROAD 26Q1-2900-gdf79404cd8, Yosys 0.63+post, stock flow scripts
make -C /OpenROAD-flow-scripts/flow DESIGN_CONFIG=/design/flow/config.mk WORK_HOME=/design/flow/orfs finish
```
==> flow_summary.json <==
{
  "crit_fanout": 2,
  "ant_nets": 0,
  "min_path_type": "input pin to primary output",
  "fmax_ghz": 0.1436,
  "synth_cells": 32,
  "gr-usage-all-layers_pct": 2.671,
  "cp-start-kind": "input pin",
  "powerDensity_nw_per_um2": 56.09,
  "flop-count": 0,
  "path_cells": "clkdlybuf4s50_1 > inv_1 > fa_1 > inv_1 > fa_1 > a21o_2 > a21o_1 > fa_1 > inv_1 > fa_1 > inv_1 > clkdlybuf4s50_1",
  "firstDrtPassIters": 2,
  "grt_overflow": 0,
  "wl_per_cell_um": 8.885,
  "ios": 26,
  "synthSimpleGateAreaFrac_pct": 4.405,
  "max_slew_margin_pct": 88.25,
  "max_cap_violations": 0,
  "required_ns": 8.16,
  "worst_slack_ns": 3.237,
  "gp_congestion": 0.7662,
  "drive_gt1_share_pct": 1.724,
  "synth_top_area_share_pct": 28.19,
  "wirelength_um": 924,
  "min_period_ns": 6.963,
  "synth_area_per_cell_um2": 8.876,
  "ys_top_cells_by_count": "inv_1 (9), ha_1 (6), fa_1 (4)",
  "grt_pass1_vias": 296,
  "flop_area_um2": 0,
  "vias": 295,
  "hold_buffers": 0,
  "top_area_cell": "fa_1",
  "worst_hold_path.num_cells": 5,
  "drc": 0,
  "cpPeakStageDelay_ns": 0.48,
  "slew_viol_final": 0,
  "status": "finished clean",
  "p_leak_nw": 0.2756,
  "viasPerCell": 2.837,
  "diodes": 0,
  "synthDistinctLibCells": 12,
  "worstSetupEndpointType": "primary output",
  "aoi_share_pct": 16.74,
  "core_area_um2": 3416,
  "ys_sh_xor_pct": 12.33,
  "ctsResizeCount": 0,
  "tightest_slew_ns": 0.1755,
  "syn_area_um2": 284.0,
  "fp_util_pct": 8.315,
  "synth_adder_area_share_pct": 54.63,
  "dpl_worst_slack_ns": 3.228,
  "finalHoldViolCount": 0,
  "antenna_found_initial": 0,
  "arrival_ns": 4.92,
  "die_h_um": 80,
  "area_growth_pct": 111.9,
  "grt_pass1_wl_mm": 1.393,
  "tns_ns": 0,
  "crit_slowest_cell": "clkdlybuf4s50_1",
  "whs_ns": 5.112,
  "topCombFamilyByArea": "adder cells",
  "criticalPathCategory": "input pin to primary output",
  "period_used_pct": 68.27,
  "ys_cells": 32,
  "setup_viol": 0,
  "nClkBuffers": 0,
  "ys_sh_mux_pct": 0,
  "rows": 21,
  "drtIter0Drc": 1,
  "area_leaders": "fa_1 (28%), ha_1 (26%), inv_1 (12%)",
  "yosys_warnings": 1,
  "dieArea_um2": 6400,
  "synth_dominant_cell_count": "inv_1",
  "ir_worst_vdd_v": 0.00002409,
  "port_buffers": 26,
  "postLayoutCoreUtil_pct": 17.62,
  "grt_max_degree": 5,
  "yosysChipArea_um2": 284.0,
  "rsz0062_at_grt": "false",
  "ys_seq_share_pct": 0,
  "tool_warnings": 32,
  "fin_total_pwr_mw": 0.03376,
  "postCtsSetupRepairBufs": 0,
  "die_w_um": 80,
  "dp_hpwl_um": 878.7
}
==> placed cells by master, fill, tap and decap left out <==
cell	instances
xor2_1	1
xnor2_1	3
nor2b_1	1
ha_1	6
a31oi_1	1
o21ai_0	1
clkdlybuf4s50_1	26
nand2b_1	1
a21o_1	3
a21o_2	1
inv_1	9
a21oi_1	1
fa_1	4
==> kinds of logic after synthesis <==
| group | after synthesis |
|---|---|
| adders and majority gates | 10 |
| buffers and inverters | 9 |
| AOI/OAI and AO/OA | 7 |
| xor gates and xnor gates | 4 |
| and+or+nand+nor | 2 |
==> worst max-delay path, delay by kind of cell <==
kind | cells | cell delay [ns]
fa+ha+maj | 4 | 1.34
compound gates | 2 | 0.38
buf+inv | 6 | 1.16
==> metrics by stage <==
stage,instance area [µm²],cells
2_1_floorplan,284.0,32
3_3_place_gp,601.8,104
3_5_place_dp,601.8,104
4_1_cts,601.8,104
5_1_grt,601.8,104
6_report,601.8,104
==> cell type report <==
cell class                      instances  area (µm²)
Fill cell                             382        2814
Timing Repair Buffer                   26       260.3
Multi-Input combinational cell         23       250.2
Tap cell                               46       57.56
Inverter                                9       33.78
==> routing by layer <==
layer,vias up,share of wire (%),track usage (%)
met2,26,26,2.809
met4,0,0,0
li1,154,-,-
met3,0,29,3.068
met5,-,0,0
met1,115,46,3.552
==> power by group <==
part | switching, mW | internal (mW) | total [mW]
Clock | 0 | 0 | 0
Combinational | 0.00994 | 0.0238 | 0.0338
Sequential | 0 | 0 | 0
==> path summary, 6_finish.rpt <==
path / to / from / slack (ns)
hold / removal: sum[0] / Cin / 5.11
setup / recovery: sum[5] / A[0] / 3.24
Power is estimated from default activity; no workload was simulated.
