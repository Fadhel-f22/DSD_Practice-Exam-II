--- design/flow/run.sh ---
#!/bin/bash
# OpenROAD 26Q1-2900-gdf79404cd8, Yosys 0.63+post, stock flow scripts
make -C /OpenROAD-flow-scripts/flow DESIGN_CONFIG=/design/flow/config.mk WORK_HOME=/design/flow/orfs finish
--- design/flow/config.mk ---
export PLATFORM = sky130hd
export DESIGN_NAME = four_bit_multiplier
export DESIGN_NICKNAME = four_bit_multiplier
export VERILOG_FILES = /design/flow/design.v
export SDC_FILE = /design/flow/constraint.sdc
export NUM_CORES = 4
export LEC_CHECK = 1
export CORE_AREA = 10 10 70 70
export DIE_AREA = 0 0 80 80
--- design/flow/constraint.sdc ---
current_design four_bit_multiplier

set clk_period 8.2
set clk_io_pct 0.2

create_clock -name clk0 -period $clk_period

set non_clock_inputs [all_inputs -no_clocks]
set_input_delay [expr $clk_period * $clk_io_pct] -clock clk0 $non_clock_inputs
set_output_delay [expr $clk_period * $clk_io_pct] -clock clk0 [all_outputs]
--- design/flow/design.v ---
`timescale 1ns / 1ps
module four_bit_multiplier(
input logic [3:0]A,
input logic [3:0]B,
output logic [7:0]result
  );
logic a0, a1, a2, a3, a4, a5, a6, a7, b0, b1, b2, b3, c0, c1, c2, c3;
logic o00, o01, o02, o03, o04;
logic o10, o11, o12, o13, o14;
logic o20, o21, o22, o23, o24;
and aa1 (a0, A[0], B[0]);
and aa2 (a1, A[1], B[0]);
and aa3 (a2, A[2], B[0]);
and aa4 (a3, A[3], B[0]);
and aa5 (a4, A[0], B[1]);
and aa6 (a5, A[1], B[1]);
and aa7 (a6, A[2], B[1]);
and aa8 (a7, A[3], B[1]);
and aa9 (b0, A[0], B[2]);
and aa10 (b1, A[1], B[2]);
and aa11 (b2, A[2], B[2]);
and aa12 (b3, A[3], B[2]);
and aa13 (c0, A[0], B[3]);
and aa14 (c1, A[1], B[3]);
and aa15 (c2, A[2], B[3]);
and aa16 (c3, A[3], B[3]);
four_bit_adder f0 (.b({1'b0, a3, a2, a1}), .a({a7, a6, a5, a4}), .Cin(1'b0), .Cout(o04), .s({o03, o02, o01, o00}));
four_bit_adder f1 (.b({o04, o03, o02, o01}), .a({b3, b2, b1, b0}), .Cin(1'b0), .Cout(o14), .s({o13, o12, o11, o10}));
four_bit_adder f2 (.b({o14, o13, o12, o11}), .a({c3, c2, c1, c0}), .Cin(1'b0), .Cout(result[7]), .s(result[6:3]));
assign result [0] = a0;
assign result [1] = o00;
assign result [2] = o10;
endmodule
`timescale 1ns / 1ps
module four_bit_adder(
input logic [3:0]a,
input logic [3:0]b,
input logic Cin,
output logic [3:0]s,
output logic Cout
    );
logic [4:0]sum;
always @ (*)
begin
    sum = a + b + Cin;
    Cout = sum[4];  
end    
assign s = sum [3:0];
endmodule
==> flow_summary_export.csv <==
group,metric,value,unit
logic_synthesis,synth_top_area_share,0.2957,
finish,clkbuf_count,0,
critical_path,cp_cell_sequence,"clkdlybuf4s50_1 > and2_1 > ha_1 > fa_1 > xor2_1 > inv_1 > fa_1 > inv_1 > ha_1 > fa_1 > a21o_1 > a21o_1 > clkdlybuf4s50_1",
critical_path,slowest_delay,0.50,ns
floorplanning,pin_count,16,
final_timing,setup_viol,0,
logic_synthesis,post-synth-top-area-cell,"ha_1",
critical_path,worstPathRequired,6.56,ns
floorplanning,core-area,0.003416,mm²
power,power_frac_seq,0,
critical_path,cp.buffers_inverters,4,
cts,postCtsHoldBufs,0,
critical_path,startpoint,"A[1]",
finish,syn2layout_area_growth,43.55,%
final_timing,period_needed,6.743,ns
critical_path,endpoint,"result[7]",
worst_hold_path,worstHoldPathType,"input pin to primary output",
critical_path,crit_top_cell,"fa_1",
logic_synthesis,yosysWarnings,1,
placement,dp_hpwl,993.8,µm
routing,drt-initial-drc-count,16,
power,power.internal,0.02962,mW
critical_path,crit_family,"adder cells",
final_timing,post-route-period-util,0.8223,
routing,vias,404,
final_timing,rsz0062_at_grt,"false",
logic_synthesis,synth.avg_cell_area,8.463,µm²
grt,grt_pass1_vias,441,
floorplanning,core.rowCount,21,
logic_synthesis,yosys_cells,55,
finish,layout-drive-gt1-share,0.04348,
logic_synthesis,ys_types,15,
routing,avgRoutedWirePerCell,9.504,µm
power,power.share.clock,0,
power,comb_power_share,1.000,
grt,grt_pass1_wl,1945,µm
grt,grt.overflow.total,0,
routing,viasPerCell,3.513,
floorplanning,die.size.y,80,µm
logic_synthesis,syn-instance-count,55,
logic_synthesis,yosys_area,465.4,µm²
critical_path,slowest_stage,"fa_1",
logic_synthesis,ys_seq_frac,0,
cts,post_cts.repair.setup_buffers,0,
critical_path,endpoint_kind,"primary output",
power,power,0.04661,mW
power,p_sw_frac,0.3646,
floorplanning,die_x,80,µm
routing,ant_nets,0,
routing,route.detailed.drc,0,
run_status,outcome,"complete, no violations",
logic_synthesis,ys_top_cells_by_area,"ha_1 (30%), and2_1 (19%), fa_1 (13%), a21o_1 (8.1%), a21oi_2 (5.6%)",
grt,globalRouteTotalUtil,0.03593,
power,powerDensity,69.76,mW/mm²
job,drv_cap,0,
final_timing,max_freq,148.3,MHz
finish,fill_cells,389,
cts,post_cts_resized,0,
final_timing,drv_slew,0,
grt,grt_max_degree,5,
routing,drt_wl_total,1093,µm
final_timing,timing.slew.headroom,0.8270,
finish,flop_area,0,µm²
final_timing,worst_pin_slew,0.2576,ns
power,power_switching,0.01699,mW
job,warnings,32,
critical_path,critPathArrivalTime,5.10,ns
floorplanning,chipArea,0.006400,mm²
final_timing,finalHoldViolCount,0,
routing,diodes,0,
critical_path,crit_type,"input pin to primary output",
critical_path,critPathLaunchType,"input pin",
final_timing,finalSetupTns,0,ns
power,peakVddDrop,0.00001110,V
power,p_leak,0.3357,nW
placement,io_buffers,16,
routing,first_pass_iters,2,
critical_path,worstSetupPathDepth,13,
logic_synthesis,syn-cell-area,465.4,µm²
floorplanning,initial_core_util,0.1363,
finish,comb_area,435.4,µm²
grt,antenna_found_initial,0,
critical_path,crit_fanout,4,
placement,place_congestion,0.6872,
finish,design.seq.count,0,
metal layers:
layer	vias up	wire (µm)	global-route usage
li1	208	-	-
met1	187	475	0.04467
met2	9	453	0.05778
met3	0	164	0.01818
met4	0	0	0
met5	-	0	0
power by group through the flow:
stage                 registers, mW  clock network [mW]  logic (mW)
after CTS                         0                   0      0.0483
final                             0                   0      0.0466
after global routing              0                   0      0.0544
logic make-up (layout without fill, tap and decap cells):
kind of cell,count (synthesis),count (layout),share of synthesized area
adder cells (fa/ha/maj),14,14,0.4247
AND-OR/OR-AND,10,10,0.1586
AND/OR/NAND/NOR,19,19,0.2393
buffers and inverters,6,20,0.06450
XOR/XNOR,6,6,0.1129
layout by cell type, fill, tap and decap left out, drive strengths merged:
| master | count |
|---|---|
| xor2 | 3 |
| a21oi | 4 |
| nor2 | 1 |
| clkdlybuf4s50 | 16 |
| inv | 4 |
| ha | 11 |
| a21o | 5 |
| nand2 | 2 |
| fa | 3 |
| xnor2 | 3 |
| o21ai | 1 |
| nor2b | 1 |
| nand2b | 1 |
| and2 | 14 |
how the worst min path moves through the flow:
stage / start / endpoint / slack [ns] / depth (start not counted)
finish: A[0] / result[0] / 4.30 / 3
global route: A[0] / result[0] / 4.34 / 3
CTS: B[0] / result[0] / 4.30 / 3
per-stage QoR:
step | cells | worst slack, ns | hold WS (ns) | utilization | cell area, µm²
floorplan | 55 | 2.370 | 3.456 | - | 465.4
global placement | 115 | 1.453 | 4.289 | 0.1956 | 668.1
detailed placement | 115 | 1.425 | 4.302 | 0.1956 | 668.1
CTS | 115 | 1.421 | 4.302 | 0.1956 | 668.1
global route | 115 | 1.190 | 4.345 | 0.1956 | 668.1
finish | 115 | 1.457 | 4.297 | 0.1956 | 668.1
synthesized netlist by cell type, drive strengths merged:
| master | instances |
|---|---|
| a21o | 5 |
| a21oi | 4 |
| and2 | 14 |
| buf | 2 |
| fa | 3 |
| ha | 11 |
| inv | 4 |
| nand2 | 2 |
| nand2b | 1 |
| nor2 | 1 |
| nor2b | 1 |
| o21ai | 1 |
| xnor2 | 3 |
| xor2 | 3 |
final cells by class:
class	count	area share
multi-input cells	49	0.6517
inverters	4	0.02247
well taps	46	0.08614
repair buffers	16	0.2397
Power and IR drop assume default switching activity.
