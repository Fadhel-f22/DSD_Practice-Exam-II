File: flow/run.sh
#!/bin/bash
# OpenROAD 26Q1-2900-gdf79404cd8, Yosys 0.63+post, stock flow scripts
make -C /OpenROAD-flow-scripts/flow DESIGN_CONFIG=/design/flow/config.mk WORK_HOME=/design/flow/orfs finish
File: flow/design.v
`timescale 1ns / 1ps
module pattern_detection(
input logic clk,
input logic load,
input logic reset_n,
input logic [4:0] pattern,
input logic serial_in,
output logic pattern_match,
output logic [4:0]Q,
output logic [4:0]D
    );
always @ (posedge clk , negedge reset_n)
begin
    if (!reset_n)
    begin
        D <= 5'b00000;
    end
    else if (load)
    begin
        D <= pattern;
    end
end      
always @ (posedge clk , negedge reset_n)
begin
    if (!reset_n)
        Q <= 5'b00000;
    else
    begin
        Q[4] <= serial_in; 
        Q[3] <= Q[4];
        Q[2] <= Q[3];
        Q[1] <= Q[2];
        Q[0] <= Q[1];
    end     
end    
always @ (D, Q)
begin
    if (D == Q)
        pattern_match = 1'b1;
    else
        pattern_match = 1'b0;   
end
endmodule
File: flow/config.mk
export PLATFORM = sky130hd
export DESIGN_NAME = pattern_detection
export DESIGN_NICKNAME = pattern_detection
export VERILOG_FILES = /design/flow/design.v
export SDC_FILE = /design/flow/constraint.sdc
export NUM_CORES = 4
export LEC_CHECK = 1
export CORE_AREA = 10 10 70 70
export DIE_AREA = 0 0 80 80
File: flow/constraint.sdc
current_design pattern_detection

set clk_period 1.3
set clk_io_pct 0.2

create_clock -name clk0 -period $clk_period [get_ports {clk}]

set non_clock_inputs [all_inputs -no_clocks]
set_input_delay [expr $clk_period * $clk_io_pct] -clock clk0 $non_clock_inputs
set_output_delay [expr $clk_period * $clk_io_pct] -clock clk0 [all_outputs]
==> flow_metrics.py <==
# Metrics from the implementation run
metrics = {
    "yosys": {
        "synthAdderAreaFrac_pct": 0,
        "ys_types": 7,
        "synthTopLogicFamily": "multiplexers",
        "ys_ff": 10,
        "muxShareOfSynthArea_pct": 15.4,
        "yosys_cells": 22,
        "syn_avg_cell_area_um2": 16.6,
        "ys_warn_count": 1,
        "syn-cell-area_um2": 365,
        "ys_chip_area_um2": 365,
        "synth.cellmix.xorXnorShare_pct": 12.0,
        "synth_cells": 22,
        "simple_gate_area_share_pct": 4.11,
        "yosys.area_share.aoi_pct": 0,
        "ys_seq_share_pct": 68.5,
    },
    "hold_path": {
        "holdCritPathClass": "in2async",
    },
    "global_routing": {
        "grt_pass1_vias": 317,
        "grt_use_total_pct": 3.46,
        "grtUsageMet2_pct": 5.54,
        "antenna_found_initial": 0,
        "busiest_layer": "met2",
        "grt_start_max_net_pins": 11,
        "grt-ovfl-total": 0,
        "met3_usage_pct": 2.61,
        "grtUsageMet1_pct": 3.69,
        "grt_pass1_wl_mm": 1.68,
    },
    "floorplan": {
        "ios": 20,
        "die_x_um": 80,
        "core_area_um2": 3420,
        "dieHeight_um": 80,
        "num_rows": 21,
        "fp-utilization_pct": 10.7,
        "dieArea_um2": 6400,
    },
    "worst_setup_path": {
        "cp-end-kind": "output pin",
        "worst_path_largest_cell_delay_ns": 0.45,
        "critPathMaxFanout": 2,
        "path_depth": 2,
        "r2r_cells": 3,
        "crit_type": "reg2out",
        "path_delay_family": "buffers and inverters",
        "crit_buf_inv": 2,
        "critPathSlowestCell": "clkdlybuf4s50_1",
        "path_cells": "buf_4, clkdlybuf4s50_1",
        "worstSetupStartpointType": "flip-flop",
        "cp.arrival_ns": 1.17,
        "required_ns": 1.04,
    },
    "timing": {
        "rsz0062_at_grt": "yes",
        "skew_ns": 0.00371,
        "fmax_mhz": 697,
        "tightestPinTransition_ns": 0.444,
        "fin_tns_setup_ns": -0.255,
        "finalHoldViolCount": 0,
        "min_period_over_period_pct": 110,
        "worst_slack_ns": -0.134,
        "fin_crit_ns": 1.43,
        "finalSetupViolations": 2,
        "maxSlewHeadroom_pct": 70.3,
        "slew_viol_final": 0,
        "timing.hold.ws_ns": 0.310,
    },
    "pwr": {
        "max-vdd-ir-drop_mv": 0.831,
        "p_leak_nw": 0.335,
        "p_per_area_nw_per_um2": 1040,
    },
    "clocking": {
        "clk_path_buf_depth": 2,
        "clk_pin_slew_ns": 0.06,
        "cts_buffers": 3,
        "root_buffer": "clkbuf_4",
        "cts-hold-fix-buffers": 0,
        "cts.sinks": 10,
        "htreeDepth": 1,
        "clk_latency_ns": 0.26,
        "cts_tree": "built",
    },
    "cells_and_area": {
        "layout-drive-gt1-share_pct": 43.9,
        "area_delta_synth_final_pct": 108,
        "instances_no_fill": 103,
        "design_area_um2": 759,
        "fillCellCount": 371,
    },
    "status": {
        "outcome": "complete, but fails checks",
        "failed_checks": "setup timing",
    },
    "drt": {
        "vias_per_cell": 2.85,
        "vias": 294,
        "antenna_cells_inserted": 0,
        "wl_per_cell_um": 10.2,
        "routed_wl_mm": 1.05,
        "drc": 0,
        "drt_first_pass_iters": 1,
        "postRouteAntennaNets": 0,
        "drt_iter0_drc": 0,
    },
    "place": {
        "routabilityCongestion": 0.729,
        "port-buffer-count": 19,
        "postPlaceCellArea_um2": 688,
        "placed_cells": 97,
        "place_hpwl_um": 881,
        "dp_slack_ns": -0.311,
    },
    "run": {
        "maxCapViolCount": 0,
        "warnings": 27,
    },
}
[report_power, final]
| group | switching (mW) | internal, mW |
|---|---|---|
| Sequential | 0.0208 | 0.335 |
| Combinational | 0.0424 | 0.119 |
| Clock | 0.100 | 0.170 |
[metal layers]
| layer | wire (um) | vias to the layer above |
|---|---|---|
| li1 | - | 145 |
| met1 | 380 | 135 |
| met2 | 532 | 12 |
| met3 | 123 | 2 |
| met4 | 10 | 0 |
| met5 | 0 | - |
[final timing paths]
check | start | to | slack [ns]
max reg2reg | D[4] | D[4] | 0.30
max in group asynchronous | reset_n | Q[3] | 0.68
min reg2reg | Q[3] | Q[2] | 0.50
max | D[3] | D[3] | -0.13
min in group clk0 | serial_in | Q[4] | 0.44
min | reset_n | D[1] | 0.31
[metrics by stage]
stage	util (%)	power, mW
2_1_floorplan	-	0.388
3_3_place_gp	20.1	0.516
3_5_place_dp	20.1	0.515
4_1_cts	21.4	0.787
5_1_grt	22.2	0.835
6_report	22.2	0.787
[logic make-up after synthesis]
group / count (synthesis)
xor+xnor: 5
flops: 10
mux: 5
simple gates: 2
[flip-flops by register name, indices dropped and copies added (netlist names)]
signal  cells
Q           5
D           5
[cells in the final DEF (no fill, tap or decap), types with 2 or more instances in the layout]
cell / count
clkdlybuf4s50_1: 9
clkbuf_4: 3
dfrtp_1: 10
xnor2_2: 2
buf_4: 5
mux2_2: 2
clkdlybuf4s15_1: 5
buf_6: 7
clkbuf_2: 3
xor2_1: 2
mux2_1: 3
[cell usage after synthesis]
library cell / instances / share of area (%)
nor3_2: 1 / 2.7
mux2_1: 3 / 9.2
mux2_2: 2 / 6.2
xor2_1: 2 / 4.8
xnor2_1: 3 / 7.2
dfrtp_1: 10 / 68
nand3_1: 1 / 1.4
[layout make-up]
type                       instances  area, um^2  share of cell area (%)
clock buffer                       4        36.3                    4.78
multi-input combinational         12         130                    17.1
tap                               46        57.6                    7.58
sequential                        10         250                    32.9
timing repair buffer              31         285                    37.6
[repair_timing]
item | CTS | global route
gates resized | 20 | 12
pin swaps | 3 | 0
buffers inserted | 0 | 3
setup endpoints to repair | 11 | 7
Power and IR drop assume default switching activity.
